==> config.mk <==
export PLATFORM = sky130hd
export DESIGN_NAME = RegisterFile
export DESIGN_NICKNAME = RegisterFile
export VERILOG_FILES = /design/flow/design.v
export SDC_FILE = /design/flow/constraint.sdc
export NUM_CORES = 4
export LEC_CHECK = 1
export CORE_UTILIZATION = 40
==> constraint.sdc <==
current_design RegisterFile

set clk_period 11.0
set clk_io_pct 0.2

create_clock -name clk0 -period $clk_period [get_ports {clk}]

set non_clock_inputs [all_inputs -no_clocks]
set_input_delay [expr $clk_period * $clk_io_pct] -clock clk0 $non_clock_inputs
set_output_delay [expr $clk_period * $clk_io_pct] -clock clk0 [all_outputs]
==> design.v <==
`timescale 1ns / 1ps
module RegisterFile(
	input clk,
	input rst_n,
	input [4:0]rAddr1,
	output [31:0]rDout1,
	input [4:0]rAddr2,
	output [31:0]rDout2,
	input [4:0]wAddr,
	input [31:0]wDin,
	input wEna
    );
reg [31:0]file[31:0];
parameter Initial = 32'b0;
integer i;
always @(posedge clk or negedge rst_n) begin
	if (!rst_n) begin
		for (i = 0; i <= 31; i = i + 1)
		begin:identifier
			file[i] = Initial;
		end
	end
	else 
		if (wEna) 
			file[wAddr] = wDin;
	end
assign rDout1 = (rAddr1 == wAddr && wEna == 1) ? wDin : file[rAddr1];
assign rDout2 = (rAddr2 == wAddr && wEna == 1) ? wDin : file[rAddr2];
endmodule
==> run.sh <==
#!/bin/bash
# OpenROAD 26Q1-2900-gdf79404cd8, Yosys 0.63+post, stock flow scripts
make -C /OpenROAD-flow-scripts/flow DESIGN_CONFIG=/design/flow/config.mk WORK_HOME=/design/flow/orfs finish
==> changes_impl.md <==
### Physical design

- Worst-Margin Slew: ~1.2 ns
- Synth top area cells: dfrtp_1 (48%), mux2_2 (21%), a22oi_1 (8.7%), and3_1 (3.9%), clkbuf_1 (1.9%)
- TNS Setup: 0 ns
- Ys flop type: dfrtp_1
- F_max: 114 MHz
- Vias: 48,587
- Max rail drop VDD: 0.150 mV
- Setup slack after layout: roughly 2.2 ns
- First-pass GRT wire length: 409 mm
- GRT met1 Usage: 0.600
- Setup WS pre-CTS: around 2.3 ns
- Mapped Area: 53,300 sq um
- Hpwl dp: 189 mm
- Avg Inst Size Synth: around 11 sq um
- Top cells excl fill/tap: dfrtp_1 (1,024), mux2_2 (990), a22oi_1 (615)
- CP dominant cell by count: buf_4
- Root Buffer: clkbuf_16
- CP delay by family, top: buffers and inverters
- Crit-path cells: buf_2, buf_4, xor2_1, nor4_1, and3_2, buf_4, or3_1, o21ai_0, a31oi_1, clkdlybuf4s50_1
- Slew margin rel.: 0.230
- Die W: 367 um
- Tool Warnings: 62
- Ys async rst share: 1.00
- Routed Antenna Nets: 0
- R2r endpoint: file[0][5]$_DFFE_PN0P_
- PwrDens: roughly 180 nW/um^2
- Type of the worst setup path: in -> out
- CP Capture Type: output port
- PostCTS Resize Cnt: 0
- Crit-path max FO: 20
- Flop-to-flop setup slack: 10.06 ns
- Number of CTS-inserted buffers: about 120
- Hold Slack: 0.503 ns
- Post-placement cell count: 6,310
- CP Depth: 10
- # H-tree levels: 3
- DRC: 0
- Layout cells sized above 1: 0.333
- Core Region: ~130,000 sq um
- Yosys Warn Count: 2
- Reg-to-reg startpoint: file[0][5]$_DFFE_PN0P_
- TritonCTS clock tree: built
- Yosys top cell by area: dfrtp_1
- Slowest stage delay, CP: 0.80 ns
- Routability cong.: around 1.1
- Total track usage: 0.467
- Tmin final: 8.76 ns
- Worst R2R Path Depth: 1
- Crit path launch: rAddr1[4]
- Chip height: 367 um
- Grt met2 use: 0.588
- Met3 GRT Util: 0.306
- Unique cell types: 79
- I/O pin count: approximately 110
- Final worst-path cycle share: 0.796
- Unrepaired setup endpoints after global routing: false
- Leak: 26.9 nW
- Vias/cell: 7.40
- TritonRoute pass-1 iters: 9
- Clock skew: 0 ns
- Max cap viols: 0
- Vias in the first global route: 46,731
- Outcome: completed
- Port buffer count: 113
- Pin count of the biggest net entering global routing: 122
- Final Non-Filler Cells: 6,562
- Synth Instances: 4,673
- Area grow syn2layout: 14.4%
- CP endpoint: rDout1[5]
- Crit start category: input pin
- CP required: around 8.8 ns
- Setup violators final: 0
- Arr. time, crit path: 6.56 ns
- Worst-Skew Late Latency: 0.75 ns
- Pre-Place Util: 0.404
- Pins over their slew limit: 0
- Slowest CP cell: and3_2
- Crit path buf inv count: 4
- Most frequent logic cell in the layout: dfrtp_1
- Post-CTS Hold Fix Bufs: 0
- Drt initial violations: 6,949
- Initial antenna violation count: 42
- Post-CTS setup buffer count: 0
- Site Rows: 133
- Post-DR wirelength/cell: 46.4 um
- Worst Hold Class: reg -> reg
- Overflow after GRT: 0
- GRT busiest layer: met1
- Fin area: 60,900 sq um
- Area after detailed placement: roughly 57,000 sq um
- Yosys cell count: 4,673
- Count of library flops with an enable pin: 0
- Hold Violations, Final: 0
- YS chip area: 53,300 sq um
- Utilization after layout: 0.462
- Seq/Total Area, Yosys: 0.481
- Area share, top type: 0.481
- Post-synth regs: 1,024
- CTS sink cnt: 1,024
- Clock Path Buffers: 3
- Total power: between 10 and 15 mW
- Max reg flops: 1,024
- FILL cells: around 12,000
- Die area: 135,000 sq um
- Drt total wl: between 300 and 400 mm
- Worst-path clk slew: 0.06 ns
==> area by class of cell <==
class | count | area [sq um] | share of cell area
antenna | 39 | 97.6 | 0.00160
clock buffer | 155 | 3280 | 0.0538
clock inverter | 58 | 728 | 0.0119
inverter | 15 | 56.3 | 0.000924
multi-input combinational | 3159 | 26000 | 0.426
sequential | 1024 | 25600 | 0.420
tap | 1755 | 2200 | 0.0360
timing repair buffer | 357 | 2980 | 0.0490
==> Yosys cell counts (16+ instances only) <==
| library cell | count |
|---|---|
| or3_1 | 22 |
| o31ai_1 | 21 |
| nand3_1 | 94 |
| a22o_1 | 30 |
| a21oi_1 | 60 |
| nand4_1 | 118 |
| and3_1 | 329 |
| a2111oi_0 | 92 |
| nand2_1 | 192 |
| nor4_1 | 67 |
| o21ai_1 | 17 |
| clkbuf_1 | 263 |
| nor3_1 | 25 |
| a22oi_1 | 615 |
| nor2_1 | 94 |
| buf_2 | 170 |
| o21ai_0 | 84 |
| a221oi_1 | 47 |
| mux2_2 | 990 |
| buf_4 | 24 |
| nor2_2 | 25 |
| nor2b_1 | 16 |
| a31oi_1 | 21 |
| dfrtp_1 | 1024 |
==> routing by layer <==
metal	vias up	routed length [um]
li1	18046	-
met1	24363	109000
met2	4609	118000
met3	1531	52600
met4	38	23900
met5	-	800
==> power breakdown <==
| part | internal [mW] | switching [mW] | total (mW) |
|---|---|---|---|
| combinational | 0.804 | 0.821 | 1.63 |
| clock | 2.40 | 1.73 | 4.13 |
| sequential | 4.49 | 0.808 | 5.30 |
==> worst min-delay path by stage <==
| stage | cells past startpoint | slack [ns] | to | from |
|---|---|---|---|---|
| after CTS | 2 | 0.49 | file[4][29]$_DFFE_PN0P_ | file[4][29]$_DFFE_PN0P_ |
| after global routing | 2 | 0.51 | file[4][29]$_DFFE_PN0P_ | file[4][29]$_DFFE_PN0P_ |
| final | 2 | 0.50 | file[4][29]$_DFFE_PN0P_ | file[4][29]$_DFFE_PN0P_ |
==> logic make-up (layout without fill, tap and decap cells) <==
| logic type | after synthesis | after routing | synth area share |
|---|---|---|---|
| and+or+nand+nor | 1087 | 1087 | 0.116 |
| xor gates and xnor gates | 10 | 10 | 0.00164 |
| other | 0 | 39 | 0 |
| AOI/OAI and AO/OA | 1061 | 1061 | 0.147 |
| muxes | 1001 | 1001 | 0.211 |
| DFF | 1024 | 1024 | 0.481 |
| buffers and inverters | 490 | 585 | 0.0419 |
Power is estimated from default activity; no workload was simulated.
