File: /design/flow/config.mk
export PLATFORM = sky130hd
export DESIGN_NAME = seg
export DESIGN_NICKNAME = seg
export VERILOG_FILES = /design/flow/design.v
export SDC_FILE = /design/flow/constraint.sdc
export NUM_CORES = 4
export LEC_CHECK = 1
export CORE_UTILIZATION = 30
File: /design/flow/constraint.sdc
current_design seg

set clk_period 7.0
set clk_io_pct 0.2

create_clock -name clk0 -period $clk_period [get_ports {clk}]

set non_clock_inputs [all_inputs -no_clocks]
set_input_delay [expr $clk_period * $clk_io_pct] -clock clk0 $non_clock_inputs
set_output_delay [expr $clk_period * $clk_io_pct] -clock clk0 [all_outputs]
File: /design/flow/design.v
module seg #(
	parameter RAM_addr_range = 4
)
(
input rst_n,
input [31:0]spo,
input clk,
input seg_output_control_upper,
output reg [7:0] y,
output reg [3:0]l
    );
wire [15:0]data;
reg [31:0]cnt1;
reg [3:0]num;
parameter lsw3 = 4'b1110;	
parameter lsw2 = 4'b1101;
parameter lsw1 = 4'b1011;
parameter lsw0 = 4'b0111;
assign data = seg_output_control_upper ? spo[31:16] : spo[15:0];
always @(posedge clk) begin	
		case(cnt1[31:0])
     	32'h0:  begin                    
     		num <= (rst_n) ? data[15:12] : 4'b0;
     		l <= lsw0;
     	end   
     	32'h61a80:  begin              
     		num <= (rst_n) ? data[11:8] : 4'b0;
     		l <= lsw1;
     	end
     	32'hc3500:  begin               
     		num <= (rst_n) ? data[7:4] : 4'b0;
     		l <= lsw2;
     	end
     	32'h124f80:  begin               
     		num <= (rst_n) ? data[3:0] : 4'b0;
     		l <= lsw3;
     	end
	  	default: ;
    	endcase
   		if(cnt1 == 32'h186a00 )         
			cnt1 <= 0;
		else
	    	cnt1 <= cnt1 + 1;
end
always@(*)
    begin
	     case(num[3:0])
		  4'b0000: y = ~8'b11111100;
		  4'b0001: y = ~8'b01100000;
		  4'b0010: y = ~8'b11011010;
		  4'b0011: y = ~8'b11110010;
		  4'b0100: y = ~8'b01100110;
		  4'b0101: y = ~8'b10110110;
		  4'b0110: y = ~8'b10111110;
		  4'b0111: y = ~8'b11100000;
		  4'b1000: y = ~8'b11111110;
		  4'b1001: y = ~8'b11110110;
		  4'b1010: y = ~8'b11101110;
		  4'b1011: y = ~8'b00111110;
		  4'b1100: y = ~8'b10011100;
		  4'b1101: y = ~8'b01111010;
		  4'b1110: y = ~8'b10011110;
		  4'b1111: y = ~8'b10001110;
		  default: y = ~8'b00000000;
		  endcase
	end
endmodule
File: /design/flow/run.sh
#!/bin/bash
# OpenROAD 26Q1-2900-gdf79404cd8, Yosys 0.63+post, stock flow scripts
make -C /OpenROAD-flow-scripts/flow DESIGN_CONFIG=/design/flow/config.mk WORK_HOME=/design/flow/orfs finish
==> GITHUB_STEP_SUMMARY <==
## Implementation flow summary

| Metric | Value |
|---|---|
| Yosys top cell area share | `29.91%` |
| Clock buffer depth | `2` |
| Mapped Area | `between 0.002 and 0.003 mm²` |
| Top cell type by total area after synthesis | `dfxtp_1` |
| CTS Hold Buffers Added | `0` |
| GRT overflow | `0` |
| Vias in the first global route | `1785` |
| Setup Buffers After CTS | `0` |
| Initial Util | `a little under a third` |
| Top FF cell, synth | `dfxtp_1` |
| Setup TNS | `0 ns` |
| Dpl cell area | `0.003137 mm²` |
| Mapped Avg Cell Area | `between 9 and 10 µm²` |
| I/O pins | `47` |
| Min-delay src | `cnt1[0]` |
| Reg clk slew, reported paths | `0.09 ns` |
| Post-cts sizing count | `0` |
| Reg-to-reg critical path endpoint | `y[3]` |
| HPWL Detailed | `a little under 4 mm` |
| Unrepaired setup endpoints after global routing | `false` |
| CP Max Fanout | `16` |
| Distinct cells, synth | `between 40 and 50` |
| Synth Instances | `around 270` |
| DRC viols | `0` |
| Setup Crit Path Kind | `primary input to register` |
| Layout area overhead | `23.83%` |
| Reg-to-reg slack, setup | `about 3.9 ns` |
| Routed wire per std cell | `about 12 µm` |
| R2R depth | `13` |
| Max-slew violations | `0` |
| Hold Path End | `cnt1[0]` |
| Core Area | `about 0.0083 mm²` |
| VDD IR max | `~110 µV` |
| Clock buffer count from CTS | `5` |
| Number of buffers added on ports | `between 40 and 50` |
| TritonCTS clock tree | `yes` |
| Slew HR | `~44%` |
| Fin crit share | `59.30%` |
| Cell row count | `33` |
| Layout cells sized above 1 | `8.946%` |
| Arrival @ worst endpoint | `4.34 ns` |
| Clk latency late pin | `between 0.2 and 0.3 ns` |
| Final Skew | `around 0.0078 ns` |
| RR Startpoint | `cnt1[0]` |
| WL final | `about 5 mm` |
| Tool Warnings | `31` |
| Total track usage | `between 10% and 20%` |
| Hold Path Stages | `1` |
| Outcome | `completed` |
| Leakage power | `around 1.2 nW` |
| Synth Warn # | `1` |
| Fmax | `about 240 MHz` |
| Power density cells | `159.5 mW/mm²` |
| CTS sink cnt | `around 47` |
| Total die size | `between 0.009 and 0.01 mm²` |
| Largest net degree at the start of global routing | `17` |
| Final min period | `roughly 4.2 ns` |
| Endpoints failing hold | `0` |
| Worst-Margin Slew | `between 0.8 and 0.9 ns` |
| Final Total Pwr | `about 520 µW` |
| Ant. Diodes | `0` |
| Antenna violations before repair | `0` |
| Die H | `between 90 and 100 µm` |
| Die span in x | `approximately 95 µm` |
| Cells in synth_stat.txt | `269` |
| Detailed-route via count | `roughly 2000` |
| Max Cap Viol | `0` |
| Post-synthesis sequential area ratio | `between 30% and 40%` |
| Asr flop ratio synth | `0%` |
| DR vias/cell | `around 4.7` |
| Critical Path Source Type | `primary input` |
| Top cells, area | `dfxtp_1 (30%), edfxtp_1 (9.2%), xnor2_1 (8.4%)` |
| Yosys stat area | `about 0.0026 mm²` |
| GPL Wtd Cong | `0.8066` |
| Flops after synth | `approximately 47` |
| Root buffer cell | `clkbuf_8` |
| Pre-Repair DR Iteration Count | `4` |
| Post-layout instance area | `about 0.0032 mm²` |
| ANT nets after route | `0` |
| Class of the worst hold path | `register to register` |
| EDFF count, synth | `8` |
| Worst setup EP type | `register` |
| H-tree levels | `2` |
| Global-route wire length before repair | `8.176 mm` |
| Required @ worst endpoint | `just over 7 ns` |
| Final setup fails | `0` |
| DRT iter0 DRCs | `roughly 80` |
## cell usage in the layout, fill, tap and decap left out, types with 6 or more instances in the layout
cell type,count
inv_1,7
xnor2_1,25
ha_1,8
nor2_1,22
xor2_1,6
and3_1,9
clkbuf_8,6
o2bb2ai_1,6
o21ai_0,6
dfxtp_1,39
nand4_1,10
edfxtp_1,8
mux2i_1,17
clkdlybuf4s50_1,45
nand3_1,18
nand2_1,19
## worst max-delay path, cell delays in order
cell,delay [ns]
clkdlybuf4s50_1,1.01
mux2i_1,0.27
o22ai_1,0.11
o2bb2ai_1,0.13
nand2_1,0.12
a21oi_1,0.08
o21ai_0,0.48
inv_1,0.17
ha_1,0.28
nand3b_1,0.16
o221a_1,0.12
## report_power, final
part           internal (mW)  total, mW  switching (mW)
registers              0.280      0.281         0.00130
logic                 0.0433     0.0657          0.0224
clock network         0.0810      0.169          0.0876
total                  0.404      0.515           0.111
## Yosys cell counts, drive strengths merged (4+ instances only)
cell type and count:
nand4 11, dfxtp 39, inv 7, o21ai 6
edfxtp 8, xor2 6, nand2 19, o22ai 4
nor4 4, xnor2 25, mux2i 18, nand3 19
buf 8, mux2 5, ha 8, and4 5
nor2 22, or3 4, o2bb2ai 6, and3 10
## worst max path at each step
stage                        start   end
4_1_cts   seg_output_control_upper  y[7]
5_1_grt   seg_output_control_upper  y[7]
6_report  seg_output_control_upper  y[7]
## cell families after synthesis
kind of cell | count (synthesis) | synth area share [%]
AND/OR/NAND/NOR | 113 | 25.45
flip-flops | 47 | 39.12
XOR/XNOR | 31 | 10.40
AND-OR/OR-AND | 29 | 8.102
multiplexers | 23 | 9.539
buffers and inverters | 17 | 3.404
adder cells (fa/ha/maj) | 8 | 3.835
other | 1 | 0.1437
## layout make-up
cell class | instances | area, µm²
Fill cell | 808 | 5067
Multi-Input combinational cell | 205 | 1500
Sequential cell | 47 | 1021
Timing Repair Buffer | 46 | 457.9
Tap cell | 105 | 131.4
Clock buffer | 7 | 86.33
Inverter | 7 | 26.28
Clock inverter | 1 | 8.758
## layer usage
metal / vias up / track usage [%] / share of wire (%)
met3: 2 / 1.946 / 2.9
li1: 1050 / - / -
met2: 22 / 18.15 / 47
met1: 907 / 16.98 / 50
met5: - / 0 / 0
met4: 0 / 1.010 / 0.44
## sequential cells by signal (all words and copies together), names as in the netlist
register and count:
cnt1 32, l 4, num 4, y 7
## through the flow
step	cells	util [%]	hold WS (ns)	setup slack [ns]
final	418	38.94	0.4722	2.849
after global routing	418	38.94	0.5150	2.666
after CTS	418	38.94	0.4755	2.833
after detailed placement	410	37.80	0.4556	2.505
after global placement	410	37.80	0.4499	2.586
after floorplan	269	-	0.4297	3.238
Power and IR drop assume default switching activity.
