File: /design/flow/run.sh
#!/bin/bash
# OpenROAD 26Q1-2900-gdf79404cd8, Yosys 0.63+post, stock flow scripts
make -C /OpenROAD-flow-scripts/flow DESIGN_CONFIG=/design/flow/config.mk WORK_HOME=/design/flow/orfs finish
File: /design/flow/config.mk
export PLATFORM = sky130hd
export DESIGN_NAME = ALU
export DESIGN_NICKNAME = ALU
export VERILOG_FILES = /design/flow/design.v
export SDC_FILE = /design/flow/constraint.sdc
export NUM_CORES = 4
export LEC_CHECK = 1
export CORE_UTILIZATION = 40
File: /design/flow/constraint.sdc
current_design ALU

set clk_period 25.9
set clk_io_pct 0.2

create_clock -name clk0 -period $clk_period

set non_clock_inputs [all_inputs -no_clocks]
set_input_delay [expr $clk_period * $clk_io_pct] -clock clk0 $non_clock_inputs
set_output_delay [expr $clk_period * $clk_io_pct] -clock clk0 [all_outputs]
File: /design/flow/design.v
`timescale 1ns / 1ps
module ALU(
	input [1:0]ALUSrcB,
    input signed[31:0] alu_a,
    input signed[31:0] alu_b,
    input signed[2:0] alu_op,
    output signed[31:0] alu_out,
	output less,
	output equal,
	output greater,
	output overflow
    );
parameter A_NOP = 3'b0000;
parameter A_ADD = 3'b0001;
parameter A_SUB = 3'b0010;
parameter A_AND = 3'b0011;
parameter A_OR = 3'b0100;
parameter A_XOR = 3'b0101;
parameter A_NOR = 3'b0110;
parameter A_SLL = 3'b0111;
assign alu_out = (alu_op == A_NOP) ? 32'b0 : 
				 (alu_op == A_ADD) ? alu_a + alu_b :
				 (alu_op ==A_SUB) ? alu_a - alu_b :
				 (alu_op == A_AND) ? alu_a & alu_b :
				 (alu_op == A_OR) ? alu_a | alu_b :
				 (alu_op == A_XOR) ? alu_a ^ alu_b :
				 (alu_op == A_NOP) ? ~(alu_a | alu_b) : 
				 (alu_op == A_SLL) ? alu_b << alu_a : 32'b0;
assign equal = alu_out == 0 & alu_op == A_SUB;
assign greater = alu_out > 0 & alu_op == A_SUB;
assign less = alu_out < 0 & alu_op == A_SUB;	
assign overflow = ((alu_a[31] != alu_b[31]) || (alu_a[31] == alu_out[31]) || ALUSrcB == 3 ) ? 1'b0 : 1'b1; 
endmodule
==> results_dict.tcl <==
# metrics dict for downstream scripts
set metrics [dict create \
    status "completed" \
    fin_setup_tns_ns 0 \
    routed_wl_um 37100 \
    coreArea_um2 19500 \
    dp_hpwl_um 29300 \
    first_iter_violations 943 \
    relSlewSlack_pct 34.2 \
    cts_hold_buf 0 \
    crit_fanout 38 \
    finalNonFillerCells 1443 \
    rsz0062_at_grt "no" \
    syn_to_final_growth_pct 15.1 \
    maxCapViolations 0 \
    adder_share_pct 15.4 \
    mostFrequentLayoutCell "clkdlybuf4s50_1" \
    fillers 2046 \
    holdCritPathClass "primary input to primary output" \
    grt_overflow_total 0 \
    ys_sh_simple_pct 22.5 \
    ys_warn_count 0 \
    netSwitchingPower_mw 0.123 \
    synthDistinctLibCells 94 \
    synth.area.mux_share_pct 16.1 \
    p_per_area_nw_per_um2 22.7 \
    gp_congestion 1.04 \
    ir_drop_mv 0.0143 \
    setup_viol 0 \
    syn_avg_cell_area_um2 7.08 \
    p_leak_nw 3.72 \
    ys_sh_aoi_pct 35.8 \
    grt_max_degree 54 \
    seq_cell_count 0 \
    crit_type "primary input to primary output" \
    slew_viol_final 0 \
    fp.dieW_um 143 \
    arrival_ns 11.01 \
    fmax_mhz 61.8 \
    floorplan.rows 51 \
    grtUsageTotal_pct 37.5 \
    crit_path_start_kind "primary input" \
    avgRoutedWirePerCell_um 25.7 \
    final-seq-area_um2 0 \
    warnings 95 \
    grt_pass1_vias 9013 \
    route.detailed.drc 0 \
    ys_cells 1125 \
    slowest_delay_ns 0.65 \
    synth.area.top_cells "ha_1 (15%), a21oi_1 (5.9%), mux4_2 (5.1%)" \
    yosys.area.top_type "ha_1" \
    worst_slew_pin_slew_ns 0.986 \
    die_area_um2 20500 \
    min_period_ns 16.19 \
    final_core_util_pct 47.0 \
    drive_above_1_share_pct 7.73 \
    power.internal_mw 0.0854 \
    firstDrtPassIters 6 \
    fp-utilization_pct 40.8 \
    via_per_inst 6.70 \
    port-buffer-count 105 \
    ant_nets 0 \
    boundaryPins 105 \
    yosysSeqAreaShare_pct 0 \
    cp_slowest_cell "ha_1" \
    placed_cells 1442 \
    cts_resized 0 \
    mostFrequentLayoutCells "clkdlybuf4s50_1 (101), ha_1 (95), a21oi_1 (94)" \
    vias 9667 \
    logic_area_um2 7290 \
    antenna_found_initial 0 \
    cp_cell_sequence "clkdlybuf4s50_1, buf_4, clkinv_1, ha_1, or4_4, a2111oi_4, or4b_1, a21oi_1, o21a_1, or4b_1, nor4_2, nand4_1, nor4_1, clkdlybuf4s50_1" \
    synth_top_area_share_pct 14.9 \
    hold_viol 0 \
    dieHeight_um 143 \
    grt_pass1_wl_um 56500 \
    cp-end-kind "primary output" \
    min_period_over_period_pct 62.5 \
    cp.required_ns 20.72 \
    switching_share_pct 59.0 \
    cts_setup_buffers 0 \
    clock_buffer_count 0 \
    synthTopLogicFamily "AND-OR/OR-AND gates" \
    xor_area_share_pct 1.54 \
    syn_inst 1125 \
    syn_area_um2 7970 \
    ys_chip_area_um2 7970 \
]
-- worst paths after layout --
path,start,endpoint,slack (ns),cells past startpoint
worst max-delay path,alu_a[3],equal,9.71,14
worst min-delay path,ALUSrcB[1],overflow,11.27,3
-- synthesized netlist by cell type, types with 13 or more instances --
cell type and instances:
o31ai_1 17, nand3_1 21, nand2b_1 19, a211oi_1 23
inv_1 91, nor2_1 92, nor4_1 20, and2_1 13
ha_1 95, a21oi_1 94, clkbuf_1 54, o211ai_1 20
mux4_2 18, o21ai_0 75, mux2_2 21, mux2i_1 25
nand2_1 83, buf_2 13, nor3_1 24, mux4_1 14
-- routing by layer --
metal  GRT usage [%]  share of wire, %  vias up
met4            17.0               5.6        0
li1                -                 -     4413
met1            52.5                42     4571
met3            4.92               8.9       97
met5               0                 0        -
met2            57.7                44      586
-- logic make-up after synthesis --
logic type,count (synthesis)
AND-OR/OR-AND,411
buffers and inverters,170
XOR/XNOR,14
multiplexers,80
AND/OR/NAND/NOR,353
adder cells (fa/ha/maj),97
-- area by class of cell --
cell class | instances | area share, %
Antenna cell | 1 | 0.0273
Inverter | 95 | 3.89
Tap cell | 265 | 3.61
Multi-Input combinational cell | 955 | 79.4
Timing Repair Buffer | 127 | 13.0
-- through the flow --
step	total power [mW]	setup WS, ns	hold slack [ns]	cell area (um2)
finish	0.208	9.71	11.27	9170
global placement	0.204	9.87	11.29	9170
global route	0.224	9.40	11.31	9170
CTS	0.204	9.85	11.27	9170
detailed placement	0.203	9.85	11.27	9170
floorplan	0.124	11.85	10.39	7970
-- power groups by stage --
stage / clock network (mW) / registers, mW / logic (mW)
5_1_grt: 0 / 0 / 0.224
4_1_cts: 0 / 0 / 0.204
-- worst max-delay path: cells and delay by family --
kind                     cells  cell delay [ns]
AND-OR/OR-AND                3             0.91
adder cells (fa/ha/maj)      1             0.65
buffers and inverters        4             1.88
AND/OR/NAND/NOR              6             2.36
Power figures rest on the tool's default switching activity, not on a simulated workload.
